**./config.mk**
```make
export PLATFORM = sky130hd
export DESIGN_NAME = Contador
export DESIGN_NICKNAME = Contador
export VERILOG_FILES = /design/flow/design.v
export SDC_FILE = /design/flow/constraint.sdc
export NUM_CORES = 4
export LEC_CHECK = 1
export CORE_UTILIZATION = 30
```
**./constraint.sdc**
```tcl
current_design Contador

set clk_period 4.5
set clk_io_pct 0.2

create_clock -name clk0 -period $clk_period [get_ports {clk_in}]

set non_clock_inputs [all_inputs -no_clocks]
set_input_delay [expr $clk_period * $clk_io_pct] -clock clk0 $non_clock_inputs
set_output_delay [expr $clk_period * $clk_io_pct] -clock clk0 [all_outputs]
```
**./design.v**
```verilog
module Contador # (
    parameter DIV = 4
)
(
    input  wire clk_in,
    input  wire rst_n,
    output reg clk_out
);
    reg [31:0] contador;
    always @(posedge clk_in or negedge rst_n) begin
      if(rst_n === 0) begin
        contador = 32'b0;
        clk_out  = 1'b0;
      end else begin
        if ( contador == (DIV-1) ) begin
          contador = 0;
          clk_out  = ~clk_out;
        end else
          contador = contador + 1;
      end
    end
endmodule
```
**./run.sh**
```bash
#!/bin/bash
# OpenROAD 26Q1-2900-gdf79404cd8, Yosys 0.63+post, stock flow scripts
make -C /OpenROAD-flow-scripts/flow DESIGN_CONFIG=/design/flow/config.mk WORK_HOME=/design/flow/orfs finish
```
==> run notes <==
Here are the numbers from the latest Yosys + OpenROAD run.

The fill cell instance count of the final layout came out at 466. In the routed netlist, the antenna diode instances number 0. Per the post-route antenna check, the number of violating nets is 0. Per the CTS log, the root buffer master is clkbuf_8. The synthesis-to-layout area growth came out at 10.42%. The synthesized netlist occupies a cell area of 1560 um2. The share of cells above drive strength 1 came out at 8.966%. The clock passes through at most 2 buffers.

The final critical-path share of the clock period came out at 44.62%. TritonRoute output was used to compute an average wire per cell of 12.00 um. The number of cells on the worst reg-to-reg path is 4. The count of boundary I/O pins is 3.

The share of flip-flops with an asynchronous set or reset came out at 100.0%. The kind of cell with the highest combined delay on the critical path is buffers and inverters. Setup repair after global routing left no endpoint under its margin. The minimum period implied by the final worst setup slack is 2.008 ns. The register bit count reported by yosys is 33. The clock latency reported for the late side of the worst-skew pair is 0.28 ns. The number of cells in the yosys synthesis report came out at 138. By count the netlist is led by 33 x dfrtp_1, 27 x xnor2_1, 12 x nand3_1. The horizontal die dimension is 74.12 um. The startpoint identified for the worst register-to-register timing path is contador[3]. Per STA, the highest per-stage delay on the worst path measures 0.46 ns. After floorplanning, the core was sized to cover 4848 um2. Adding up every negative setup slack in the final design gives 0 ns. The hold-critical path depth is 1.

Before antenna repair, the detailed router went through 4 iterations. The post-CTS setup repair buffer count came out at 0. For this block, the routed nets add up to 2.544 mm of wire. Post-synth the commonest register cell is dfrtp_1. The wire-length estimate of the detail-placed layout is 1.785 mm. The maximum level of the CTS H-tree is 2. The max-cap check violation count is 0.

The synthesis report lists the Yosys warning total as 1. In this build the clock could be raised as far as 498.1 MHz. The placement row count is 25. TritonCTS built the clock tree.

The via count of the first global-routing pass came out at 960. The portion of the post-synthesis area used by sequential elements came out at 52.93%. Traced cell by cell, the critical path runs through clkdlybuf4s50_1. The warning total across the stage logs is 25. The number of endpoints with negative hold slack in the final report came out at 0. The run finished with clean final reports. Entering global routing, the biggest net connects 34 pins.

The floorplan-stage core utilization came out at 32.18%. The initial antenna violation count is 0. The slew check shows that the tightest pin keeps a relative margin of 58.92%.

After layout, the setup clock skew is reported as 0.003461 ns. The area share of the largest cell type after synthesis came out at 52.93%. The worst ir drop on vdd is 0.0002002 V. The maximum fanout count along the critical path came out at 2. The aggregate global-route resource usage came out at 10.77%. The count of buffers from port buffering came out at 2. The data arrival time of the critical path came out at 1.11 ns. The clock sink total is 33.

STA puts the critical path data required time at 3.60 ns. The total grt overflow is 0. The post-cts sizing count is 0. Per the detail_route report, the via count comes to 992.

Synthesis handed over a netlist of 138 instances. The chip area came out at 5493 um2. The launching element type of the critical path is a register. The leakage power total is 0.7227 nW. Per the hold report, the tightest min-delay path originates at clk_out. The worst-case setup slack after placement is 2.731 ns. STA classifies the critical path endpoint as an output pin. The global-route wire length before repair came out at 4.450 mm. The slew at the pin closest to its max-slew limit came out at 0.6162 ns. The DRC violation total left in the routed layout is recorded as 0.

The critical path's slowest stage uses the library cell clkdlybuf4s50_1. The sum of buffers and inverters on the critical path is 1. The die boundary height came out at 74.12 um. The core occupancy in the finished layout came out at 35.54%. The number of clock buffers added by TritonCTS is 5. The final estimated routing congestion in global placement came out at 0.7871. The last timing report of the flow puts the setup violation total at 0.

The yosys synthesis chip area came out at 1560 um2. The post-CTS hold buffer count recorded in the log is 0. The script logs the ratio of routed vias to standard cells as 4.679.

The unique cell type count in the Yosys netlist came out at 23. The synthesis report lists the most area-consuming cells as dfrtp_1 53%, xnor2_1 15%, nand4_1 4.4%. The number of violations reported at the end of detailed-routing iteration 0 came out at 41.

The clock transition at the registers of the reported paths is 0.06 ns. The synthesized design contains 0 enable-type register cells. The global routing usage on met1 came out at 17.13%. The power density normalized to cell area is 303.6 nW/um2. The path with the worst hold slack has its endpoint at clk_out. Yosys instantiated no cell more often than dfrtp_1.

The number of slew-limit violations in the final report came out at 0. Note that the worst hold path type here is register to register. In this run the register-to-register setup slack is 2.71 ns. In this run the critical register-to-register path is captured at contador[31].

The largest area contributor in the netlist is dfrtp_1. The met3 usage came out at 3.709%. The global routing usage on met2 is 15.05%. The worst setup path is of the register to output pin kind. The layer with the highest usage after global routing is met1.

The mean instance size in the synthesized netlist came out at 11.31 um2. The final worst-path setup slack came out at 2.492 ns.
[metrics by stage]
step / power (W) / area [um2] / hold WS [ns] / std cells
detailed placement: 0.0003095 / 1637 / 0.4590 / 205
floorplan: 0.0003022 / 1560 / 0.4204 / 138
global route: 0.0005442 / 1723 / 0.4988 / 212
finish: 0.0005231 / 1723 / 0.4745 / 212
CTS: 0.0005291 / 1723 / 0.4742 / 212
global placement: 0.0003092 / 1637 / 0.4589 / 205
[area by class of cell]
type	count	area [um2]	area share [%]
clock buffers	7	86.33	5.011
inverters	1	3.754	0.2179
multi-input cells	101	695.7	40.38
flip-flops and latches	33	825.8	47.93
well taps	67	83.83	4.866
repair buffers	3	27.53	1.598
[sequential cells by signal (all words and copies together), names as in the netlist]
| signal | flops |
|---|---|
| contador | 32 |
| clk_out | 1 |
[how the worst max path moves through the flow]
stage | slack [ns] | startpoint | to | depth (start not counted)
after CTS | 2.48 | clk_out | clk_out | 1
after global routing | 2.44 | clk_out | clk_out | 1
final | 2.49 | clk_out | clk_out | 1
[power by group]
part | total [W] | switching (W) | internal (W)
Combinational | 0.00000668 | 0.00000536 | 0.00000132
Sequential | 0.000297 | 0 | 0.000297
Clock | 0.000220 | 0.0000986 | 0.000121
Total | 0.000523 | 0.000104 | 0.000419
[worst register-to-register path, stage by stage (launching register included)]
cell,delay [ns]
dfrtp_1,0.48
nand4_4,0.15
and4bb_1,0.69
nand4_1,0.20
xnor2_1,0.16
[cells by family (layout without fill, tap and decap cells)]
logic type	Yosys count	after routing	share of synthesized area [%]
xor+xnor	31	31	17.40
fa+ha+maj	1	1	0.8018
buf+inv	4	11	2.486
simple gates	69	69	26.38
flops	33	33	52.93
[layer usage]
metal  wire length, um  up-vias
li1                  -      506
met1              1359      471
met3                94        5
met5                 0        -
met2              1038       10
met4                52        0
[placed cells by master (no fill, tap or decap), drive strengths merged]
master          n
nand4          12
nor3            4
nor4b           1
and3            4
buf             1
nand3          16
clkdlybuf4s50   2
xnor2          27
dfrtp          33
clkbuf          7
ha              1
nor2            9
and4            1
nor2b           1
and2            1
nor4            9
nand2          10
inv             1
xor2            4
and4bb          1
No activity file was given, so power comes from the tool's default toggle rates.
