### flow/run.sh
#!/bin/bash
# OpenROAD 26Q1-2900-gdf79404cd8, Yosys 0.63+post, stock flow scripts
make -C /OpenROAD-flow-scripts/flow DESIGN_CONFIG=/design/flow/config.mk WORK_HOME=/design/flow/orfs finish
### flow/config.mk
export PLATFORM = sky130hd
export DESIGN_NAME = Semaphore
export DESIGN_NICKNAME = Semaphore
export VERILOG_FILES = /design/flow/design.v
export SDC_FILE = /design/flow/constraint.sdc
export NUM_CORES = 4
export LEC_CHECK = 1
export CORE_UTILIZATION = 30
### flow/constraint.sdc
current_design Semaphore

set clk_period 4.3
set clk_io_pct 0.2

create_clock -name clk0 -period $clk_period [get_ports {clk}]

set non_clock_inputs [all_inputs -no_clocks]
set_input_delay [expr $clk_period * $clk_io_pct] -clock clk0 $non_clock_inputs
set_output_delay [expr $clk_period * $clk_io_pct] -clock clk0 [all_outputs]
### flow/design.v
module Semaphore #(
    parameter CLK_FREQ = 100_000_000
) (
    input wire clk,
    input wire rst_n,
    input wire pedestrian,
    output wire green,
    output wire yellow,
    output wire red
);
    localparam  [1:0]ESTADO_VERMELHO = 2'b00;
    localparam  [1:0]ESTADO_VERDE    = 2'b01;
    localparam  [1:0]ESTADO_AMARELO  = 2'b10;
    localparam  TEMPO_VERMELHO = CLK_FREQ * 5;
    localparam  TEMPO_VERDE    = CLK_FREQ * 7;
    localparam  TEMPO_AMARELO  = CLK_FREQ / 2;
    reg [31:0]tempo;
    reg _green;
    reg _yellow;
    reg _red;
    reg [1:0]estado;
    reg [1:0]proximo_estado;
    always @(posedge clk or negedge rst_n) begin
        if (!rst_n) begin
            estado = ESTADO_VERMELHO;
            tempo = 0;
        end
        else begin
            if (estado != proximo_estado)
                tempo = 0;
            else
                tempo = tempo + 1;
            estado = proximo_estado;
        end
    end
    always @(estado or tempo or pedestrian) begin
        case (estado)
            ESTADO_VERMELHO: begin
                if(tempo >= TEMPO_VERMELHO-1)
                    proximo_estado = ESTADO_VERDE;
                else
                    proximo_estado = ESTADO_VERMELHO;
            end
            ESTADO_VERDE: begin
                if(tempo >= TEMPO_VERDE-1 || pedestrian)
                    proximo_estado = ESTADO_AMARELO;
                else
                    proximo_estado = ESTADO_VERDE;
            end
            ESTADO_AMARELO: begin
                if(tempo >= TEMPO_AMARELO-1)
                    proximo_estado = ESTADO_VERMELHO;
                else
                    proximo_estado = ESTADO_AMARELO;
            end
            default: begin
                proximo_estado = ESTADO_VERMELHO;
            end
        endcase
    end
    always @(*) begin
        _green  = 1'b0;
        _yellow = 1'b0;
        _red    = 1'b0;
        case (estado)
            ESTADO_VERMELHO: begin
                _red = 1'b1;
            end
            ESTADO_VERDE: begin
                _green = 1'b1;
            end
            ESTADO_AMARELO: begin
                _yellow = 1'b1;
            end
        endcase
    end
    assign green  = _green;
    assign yellow = _yellow;
    assign red    = _red;
endmodule
==> impl_metrics.sql <==
-- physical implementation figures
INSERT INTO impl_metrics (metric_group, metric, value, unit) VALUES
('run_status', 'outcome', 'completed', ''),
('pwr', 'power.share.switching', '25.29', '%'),
('synth', 'ys_chip_area', '2068', 'sq um'),
('clock_network', 'worst_skew_pair.late_latency', '280', 'ps'),
('final_layout', 'areaGrowthSynthToFinish', '8.651', '%'),
('routing', 'drtAntennaViolNets', '0', ''),
('pwr', 'power_leakage', '0.7983', 'nW'),
('job', 'openroad_warning_count', '25', ''),
('synth', 'yosys_cells', '221', ''),
('final_timing', 'count_of_final_hold_check_violations', '0', ''),
('grt', 'grt_pass1_wl', '7.755', 'mm'),
('synth', 'synthAoiAreaFrac', '17.24', '%'),
('clock_network', 'cts_setup_buffers', '0', ''),
('grt', 'global_route_met2_usage', '19.21', '%'),
('floorplanning', 'chip_area', '7230', 'sq um'),
('place', 'place.detailed.hpwl', '2.812', 'mm'),
('final_timing', 'finalWorstPathRequiredPeriod', '2485', 'ps'),
('floorplanning', 'core_area', '6495', 'sq um'),
('grt', 'via_count_of_the_first_global_routing_pass', '1578', ''),
('min_path', 'hold_depth', '1', ''),
('grt', 'met1_grt_util', '22.78', '%'),
('final_layout', 'final_core_utilization', '34.60', '%'),
('routing', 'detailedRoute.firstPassIterationCount', '4', ''),
('pwr', 'total_power', '740.8', 'uW'),
('clock_network', 'cts_root_buffer', 'sky130_fd_sc_hd__clkbuf_8', ''),
('job', 'cap_viol_max_count', '0', ''),
('pwr', 'power_density', '329.7', 'nW/um^2'),
('final_timing', 'timing.final.max_slew_violations', '0', ''),
('routing', 'drc_errors', '0', ''),
('routing', 'n_antenna_cell', '0', ''),
('min_path', 'min_path_type', 'flop to flop', ''),
('place', 'dp_slack', '1825', 'ps'),
('synth', 'ys.flop_type', 'sky130_fd_sc_hd__dfrtp_1', ''),
('place', 'place.port_buffers', '5', ''),
('synth', 'synth.cell_area', '2068', 'sq um'),
('final_timing', 'fin_setup_tns', '0', 'ps'),
('clock_network', 'clk_path_buf_depth', '2', ''),
('pwr', 'irDropWorstVdd', '0.2421', 'mV'),
('clock_network', 'h-tree-depth', '2', ''),
('grt', 'grt_usage', '13.36', '%'),
('routing', 'detail_route.vias_per_cell', '5.647', ''),
('final_timing', 'setup-violations-final', '0', ''),
('floorplanning', 'floorplan.core_util', '31.84', '%'),
('final_layout', 'drive_above_1_share', '10.09', '%'),
('pwr', 'comb_power_share', '14.0', '%'),
('synth', 'ys.warnings.count', '1', ''),
('clock_network', 'tritoncts.num_buffers', '5', ''),
('grt', 'initial_antenna_violation_count', '0', ''),
('clock_network', 'number_of_clock_sinks', '34', ''),
('synth', 'yosys.stat.seqShare', '41.14', '%'),
('synth', 'async_flop_share', '100.0', '%'),
('floorplanning', 'dieHeight', '85.03', 'um'),
('routing', 'detailedRoute.firstIterationViolations', '74', ''),
('clock_network', 'tritoncts_clock_tree', 'built', ''),
('pwr', 'switchingPower', '187.4', 'uW'),
('final_timing', 'max_slew_margin', '49.50', '%'),
('worst_setup_path', 'timing.critical_path.arrival', '2680', 'ps'),
('grt', 'globalRouteOverflowTotal', '0', ''),
('synth', 'post_synthesis_average_cell_area', '9.359', 'sq um'),
('floorplanning', 'placement_rows', '29', ''),
('synth', 'mux_area_share', '0', '%'),
('grt', 'global_route.peak_usage_layer', 'met1', ''),
('synth', 'ys_sh_xor', '11.01', '%'),
('synth', 'enable_flop_cells', '0', ''),
('worst_setup_path', 'worstSetupEndpointType', 'flop', ''),
('synth', 'main_logic_family_after_synthesis', 'simple AND/OR/NAND/NOR gates', ''),
('pwr', 'cellInternalPower', '553.4', 'uW'),
('worst_setup_path', 'crit_path_max_fanout', '17', ''),
('final_timing', 'setup_slack', '1815', 'ps'),
('worst_setup_path', 'critical_path_start_type', 'flop', ''),
('synth', 'syn-instance-count', '221', '');
## flip-flops by register name, indices dropped and copies added, names as in the netlist
register / count
tempo: 32
estado: 2
## final timing paths
check	slack [ps]	to	start
max	1810	tempo[20]	tempo[0]
min	490	tempo[0]	tempo[0]
max reg2reg	1810	tempo[20]	tempo[0]
min reg2reg	490	tempo[0]	tempo[0]
max in group asynchronous	3000	tempo[16]	rst_n
min in group asynchronous	990	tempo[10]	rst_n
## cells by family after synthesis
logic type | count (synthesis)
xor gates and xnor gates | 26
adders and majority gates | 1
DFF | 34
other | 1
buffers and inverters | 24
and+or+nand+nor | 87
AOI/OAI and AO/OA | 48
## layer usage
layer	vias to the layer above	share of wire, %	wire, um
li1	820	-	-
met4	0	0.92	40
met3	5	3.5	151
met2	17	43	1864
met1	824	52	2270
met5	-	0	0
## critical path: stages, from the launching register on
cell and delay, ps:
sky130_fd_sc_hd__dfrtp_1 410, sky130_fd_sc_hd__ha_1 240, sky130_fd_sc_hd__and3_1 250, sky130_fd_sc_hd__a2111o_1 410
sky130_fd_sc_hd__a211oi_1 410, sky130_fd_sc_hd__o31ai_4 230, sky130_fd_sc_hd__buf_4 260, sky130_fd_sc_hd__a31oi_1 190
## through the flow
stage | std cells | cell area [sq um] | hold WS (ps)
after detailed placement | 287 | 2138 | 480.4
after global routing | 295 | 2247 | 518.8
final | 295 | 2247 | 493.6
after floorplan | 222 | 2072 | 442.6
after global placement | 287 | 2138 | 471.4
after CTS | 295 | 2247 | 489.5
## power by group through the flow
stage	clock network (mW)	registers [mW]	logic [mW]
CTS	0.296	0.348	0.106
global route	0.308	0.351	0.119
finish	0.289	0.348	0.104
## cell usage after synthesis (2+ instances only)
| master | number | area [sq um] |
|---|---|---|
| sky130_fd_sc_hd__xor2_1 | 17 | 148.9 |
| sky130_fd_sc_hd__buf_2 | 7 | 35.03 |
| sky130_fd_sc_hd__or3_1 | 7 | 43.79 |
| sky130_fd_sc_hd__clkbuf_1 | 9 | 33.78 |
| sky130_fd_sc_hd__nor3_1 | 5 | 25.02 |
| sky130_fd_sc_hd__nand3_1 | 17 | 85.08 |
| sky130_fd_sc_hd__a31oi_2 | 2 | 25.02 |
| sky130_fd_sc_hd__and3_1 | 6 | 37.54 |
| sky130_fd_sc_hd__inv_1 | 3 | 11.26 |
| sky130_fd_sc_hd__or4_1 | 2 | 15.01 |
| sky130_fd_sc_hd__a211oi_1 | 4 | 30.03 |
| sky130_fd_sc_hd__xnor2_1 | 9 | 78.83 |
| sky130_fd_sc_hd__nor4_1 | 5 | 31.28 |
| sky130_fd_sc_hd__nand2_1 | 12 | 45.04 |
| sky130_fd_sc_hd__dfrtp_1 | 34 | 850.8 |
| sky130_fd_sc_hd__nand4_1 | 11 | 68.82 |
| sky130_fd_sc_hd__o21ai_0 | 3 | 15.01 |
| sky130_fd_sc_hd__buf_6 | 4 | 45.04 |
| sky130_fd_sc_hd__nor2_1 | 11 | 41.29 |
| sky130_fd_sc_hd__nor2b_1 | 2 | 12.51 |
| sky130_fd_sc_hd__a31oi_1 | 29 | 181.4 |
## final cells by class
class                   instances  area, sq um
multi-input cells             164         1100
repair buffers                  9        80.08
clock inverters                 3        40.04
inverters                       3        11.26
well taps                      77        96.34
clock buffers                   5        68.82
flip-flops and latches         34        850.8
fillers                       654         4248
Power is estimated from default activity; no workload was simulated.
